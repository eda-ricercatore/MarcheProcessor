$ cat flow/config.mk
export PLATFORM = sky130hd
export DESIGN_NAME = mux
export DESIGN_NICKNAME = mux
export VERILOG_FILES = /design/flow/design.v
export SDC_FILE = /design/flow/constraint.sdc
export NUM_CORES = 4
export LEC_CHECK = 1
export CORE_AREA = 10 10 155 155
export DIE_AREA = 0 0 165 165
$ cat flow/constraint.sdc
current_design mux

set clk_period 1.0
set clk_io_pct 0.2

create_clock -name clk0 -period $clk_period

set non_clock_inputs [all_inputs -no_clocks]
set_input_delay [expr $clk_period * $clk_io_pct] -clock clk0 $non_clock_inputs
set_output_delay [expr $clk_period * $clk_io_pct] -clock clk0 [all_outputs]
$ cat flow/design.v
module mux(ina, inb, out, sel);
	input [0:127] ina, inb;
	input sel;
	output [0:127] out;
	reg [0:127] out;
	always @ (ina or inb or sel)
		begin
		out<= sel ? ina : inb;
		end  
endmodule
$ cat flow/run.sh
#!/bin/bash
# OpenROAD 26Q1-2900-gdf79404cd8, Yosys 0.63+post, stock flow scripts
make -C /OpenROAD-flow-scripts/flow DESIGN_CONFIG=/design/flow/config.mk WORK_HOME=/design/flow/orfs finish
==> flow_metrics.py <==
# Metrics from the implementation run
metrics = {
    "timing": {
        "finalWorstPathRequiredPeriod_ns": 1.43,
        "slew_violations": 0,
        "report.final.setup_viol": 128,
        "clock.fmax_ghz": 0.701,
        "timing_hold_violations_final": 0,
        "worst_slew_margin_relative_to_its_limit_pct": 91.1,
        "worst-slew-pin-transition_ns": 0.133,
        "rsz_0062_raised_after_global_routing": "true",
        "min_period_over_period_pct": 143,
        "least_setup_slack_across_all_paths_after_layout_ns": -0.427,
        "worst_hold_slack_ns": 0.709,
    },
    "grt": {
        "globalRoute.totalOverflow": 0,
        "grt_first_pass_wirelength_um": 20800,
        "pin_count_of_the_biggest_net_entering_global_routing": 19,
        "grt_antenna_before_repair": 1,
        "gr-usage-all-layers_pct": 9.94,
        "grt_pass1_vias": 3386,
    },
    "cells_and_area": {
        "drive_above_1_share_pct": 56.6,
        "seq_cells": 0,
        "clockBufferCount": 0,
        "layout.area.seq_um2": 0,
        "finish.instance_area_um2": 6850,
        "instances_no_fill": 888,
        "layout-area-overhead-vs-synth_pct": 323,
    },
    "logic_synthesis": {
        "syn-instance-count": 142,
        "ys_top_logic_family": "multiplexers",
        "top_cells_by_count": "128 x mux2_2, 8 x clkbuf_8, 6 x buf_6",
        "syn-cell-area_um2": 1620,
        "synth-seq-area-share_pct": 0,
        "synth_top_area_share_pct": 89.0,
        "ys_sh_mux_pct": 89.0,
        "synth_cell_type_count": 3,
        "ys_warn_count": 1,
        "post_synth_xor_area_fraction_pct": 0,
        "synth-cells-yosys": 142,
        "post_synth.cell_area_avg_um2": 11.4,
        "yosysChipArea_um2": 1620,
        "top_cells_by_area": "mux2_2 89%, clkbuf_8 6.8%, buf_6 4.2%",
        "post_synth_ao_oa_area_fraction_pct": 0,
        "simple_gate_area_share_pct": 0,
        "synth.largest_area_cell": "mux2_2",
        "yosys.area_share.adder_pct": 0,
        "synth_dominant_cell_count": "mux2_2",
    },
    "route": {
        "drt_pass1_iterations": 4,
        "avgRoutedWirePerCell_um": 18.8,
        "ant_nets": 0,
        "routed_via_count_divided_by_cell_count": 3.53,
        "total_detailed_routing_wirelength_um": 16700,
        "drc_errors": 0,
        "routed-via-count": 3139,
        "initialDrtViolationCount": 62,
    },
    "floorplanning": {
        "floorplan.die_area_um2": 27200,
        "die_h_um": 165,
        "floorplan.io_pins": 385,
        "design.core.area_um2": 20400,
        "initCoreUtil_pct": 7.93,
        "die-width_um": 165,
        "core.rowCount": 52,
    },
    "critical_path": {
        "start_kind": "input port",
        "worst_path_largest_cell_delay_ns": 0.29,
        "path_buffers": 6,
        "worst_path_dominant_cell_family": "buffers and inverters",
        "timing.critical_path.cells": "buf_12 > clkbuf_16 > buf_6 > buf_8 > buf_6 > mux2_4 > buf_6",
        "worstPathArrival_ns": 1.23,
        "timing_worst_setup_path_type": "in2out",
        "critPathSlowestCell": "mux2_4",
        "timing.critical_path.to_type": "output pin",
        "path_common_cell": "buf_6",
        "cp_max_fo": 5,
        "required_ns": 0.80,
    },
    "power": {
        "power.clock.fraction_pct": 0,
        "power.leakage_nw": 3.34,
        "power.share.switching_pct": 23.2,
        "p_per_area_nw_per_um2": 410,
        "power_frac_comb_pct": 100.0,
        "cellInternalPower_w": 0.00215,
        "ir_worst_vdd_uv": 243,
        "switching_power_w": 0.000653,
        "sequentialPowerShare_pct": 0,
    },
    "hold_path": {
        "hp-class": "in2out",
    },
    "placed_design": {
        "detailedPlace.worstSlack_ns": -0.624,
        "place.detailed.hpwl_um": 13600,
        "placed_cells_incl_taps": 803,
        "place_congestion": 0.869,
        "dpl-instance-area_um2": 5860,
        "placement.io_buffers": 385,
    },
    "status": {
        "run_status": "complete, but fails checks",
        "violated_checks": "setup timing",
    },
    "flow_run": {
        "log.warning_count": 34,
        "cap_viol_max_count": 0,
    },
}
[logic make-up after synthesis]
family	count (synthesis)
multiplexers	128
buffers and inverters	14
[path summary, 6_finish.rpt]
kind	start	to	slack, ns	depth (start not counted)
setup / recovery	sel	out[10]	-0.43	7
hold / removal	inb[97]	out[97]	0.71	3
[power by group through the flow]
stage                 combinational, W  sequential, W       clock (W)
after CTS                      0.00248              0               0
after global routing           0.00299              0  0.000000000134
final                          0.00281              0  0.000000000134
[cell usage in the layout (no fill, tap or decap), drive strengths merged]
| cell | n |
|---|---|
| clkbuf | 89 |
| mux2 | 128 |
| clkdlybuf4s50 | 230 |
| dlygate4sd2 | 19 |
| clkdlybuf4s15 | 1 |
| dlymetal6s2s | 18 |
| buf | 132 |
| diode | 1 |
[area by class of cell]
class | count | area (um2)
antenna | 1 | 2.50
fill | 2056 | 13600
multi-input combinational | 128 | 1780
tap | 270 | 338
timing repair buffer | 489 | 4720
[through the flow]
stage / utilization (%) / setup TNS, ns / total power [W]
final: 33.5 / -39.29 / 0.00281
after detailed placement: 28.7 / -74.39 / 0.00245
after CTS: 29.8 / -58.63 / 0.00248
after floorplan: - / 0 / 0.000497
after global routing: 33.5 / -42.83 / 0.00299
after global placement: 28.7 / -74.53 / 0.00246
[per-layer routing]
layer  wire length [um]  part of all wire (%)  up-vias  track usage (%)
met4                 85                  0.51        0             1.09
met1               5670                    34     1399             9.53
li1                   -                     -     1496                -
met5                  0                     0        -                0
met2               8560                    51      238             19.0
met3               2410                    14        6             5.00
[what timing repair did]
action	CTS	global route
gates cloned	1	5
endpoints found under the setup margin	128	128
setup buffers	28	60
pin swaps	0	0
hold buffers	0	0
gates resized	187	358
Power figures rest on the tool's default switching activity, not on a simulated workload.
