$ cat ./run.sh
#!/bin/bash
# OpenROAD 26Q1-2900-gdf79404cd8, Yosys 0.63+post, stock flow scripts
make -C /OpenROAD-flow-scripts/flow DESIGN_CONFIG=/design/flow/config.mk WORK_HOME=/design/flow/orfs finish
$ cat ./constraint.sdc
current_design mux128

set clk_period 1.0
set clk_io_pct 0.2

create_clock -name clk0 -period $clk_period

set non_clock_inputs [all_inputs -no_clocks]
set_input_delay [expr $clk_period * $clk_io_pct] -clock clk0 $non_clock_inputs
set_output_delay [expr $clk_period * $clk_io_pct] -clock clk0 [all_outputs]
$ cat ./config.mk
export PLATFORM = sky130hd
export DESIGN_NAME = mux128
export DESIGN_NICKNAME = mux128
export VERILOG_FILES = /design/flow/design.v
export SDC_FILE = /design/flow/constraint.sdc
export NUM_CORES = 4
export LEC_CHECK = 1
export CORE_AREA = 10 10 155 155
export DIE_AREA = 0 0 165 165
$ cat ./design.v
module mux128(ina, inb, out, sel);
	input [0:127] ina, inb;
	input sel;
	output [0:127] out;
	reg [0:127] out;
	always @ (ina or inb or sel)
		begin
		out<= sel ? inb : ina;
		end  
endmodule
==> GITHUB_STEP_SUMMARY <==
### Flow metrics

| Metric | Value |
|---|---|
| Outcome | complete, but fails checks |
| Failing checks | negative setup slack |
| Fin. Hold Viols | 0 |
| RSZ-0062 raised after global routing | yes |
| # rows | 52 |
| Worst path bufs/invs | 7 |
| DR vias | 3083 |
| FF/Latch Area | 0 sq um |
| Die height | 165 um |
| Vias in the first global route | 3260 |
| Tmin final | 1.517 ns |
| GRT met2 Usage | 0.1898 |
| Iteration-0 DRC Markers | 66 |
| Peak VDD IR | 175.3 uV |
| Rel. slew slack | 0.9148 |
| Largest cells by area after synthesis | mux2_2 89%, clkbuf_8 6.8%, buf_6 4.2% |
| Max stage delay cell, worst path | mux2_4 |
| Crit-path most repeated cell | buf_12 |
| Vias per std cell | 3.492 |
| Type of the worst setup path | in2out |
| Max Cap Violations | 0 |
| Mean Syn Cell Area | 11.40 sq um |
| Yosys stat area | 0.001619 sq mm |
| Top cells excl fill/tap | 223 x clkdlybuf4s50_1, 73 x buf_6, 64 x mux2_4, 64 x mux2_2, 58 x clkbuf_2 |
| Post-synthesis cell count | 142 |
| Worst path cell trace | buf_12 -> buf_12 -> buf_12 -> buf_12 -> buf_8 -> buf_6 -> mux2_4 -> buf_6 |
| Hold Path Depth | 3 |
| CP arrival | 1.32 ns |
| GPL Wtd Cong | 0.8219 |
| Final WS setup | -0.5173 ns |
| Placed cell area | 0.005828 sq mm |
| Comb. cell area | 0.001682 sq mm |
| CLK BUF | 0 |
| Internal | 0.002067 W |
| Setup_tns | -43.34 ns |
| OpenROAD warning count | 34 |
| Commonest Layout Cell | clkdlybuf4s50_1 |
| Die Wd | 165 um |
| First-pass GRT wire length | 20870 um |
| Hold WC Path Type | in2out |
| Crit path max-delay family | buffers and inverters |
| Grt met3 use | 0.05610 |
| DRC | 0 |
| Grt ovf | 0 |
| Routed len/inst | 18.14 um |
| CORE AREA | 0.02043 sq mm |
| Post-layout period usage of the worst path | 1.517 |
| Dpl cells | 801 |
| All-layer global routing usage | 0.1008 |
| Min-delay src | ina[38] |
| Combinational power share | 1.000 |
| Worst-margin pin slew | 0.1279 ns |
| Post-Layout Cell Count | 883 |
| Part of the power in registers | 0 |
| Finished layout cell area | 0.006650 sq mm |
| Count of cell types in the netlist | 3 |
| Worst-path maximum fanout | 6 |
| Crit-path max cell delay | 0.29 ns |
| Die area | 0.02723 sq mm |
| Sequential fraction of the synthesis area | 0 |
| Routed Antenna Nets | 0 |
| Fillers | 2124 |
| Initial antenna violation count | 1 |
| Clock power share | 0 |
| Largest area contributor in the netlist | mux2_2 |
| Slew Viols, Final | 0 |
| Area share, top type | 0.8903 |
| Layout cell share with drive strength beyond 1 | 0.5719 |
| Flops | 0 |
| Fmax | 659.1 MHz |
| Switching share of power | 0.2303 |
| CP Data Required Time | 0.80 ns |
| Crit end category | output pin |
| Setup Viol. Count Final | 128 |
| Startpoint Class | primary input |
| P_leak | 3.219 nW |
| Area grow syn2layout | 310.7% |
| Hold Path Sink | out[38] |
| Cells in synth_stat.txt | 142 |
| Drt total wl | 16010 um |
| Pre-Repair DR Iteration Count | 4 |
| Fp util | 0.07925 |
| Busiest layer in global routing | met2 |
| Top Ports | 385 |
| Largest net degree at the start of global routing | 18 |
| GR Util met1 | 0.09991 |
| Final HPWL DP | 13440 um |
| Power Density | 403.8 mW/mm^2 |
| Switching pwr | 0.0006184 W |
| IO Port Bufs | 385 |
| Yosys warning count | 1 |
| Mapped cell area | 0.001619 sq mm |
==> cell type report <==
class                      instances  area share
timing repair buffer             484      0.6960
multi-input combinational        128      0.2529
tap                              270     0.05080
antenna                            1   0.0003763
==> synthesized netlist by cell type <==
master,number
buf_6,6
clkbuf_8,8
mux2_2,128
==> routing by layer <==
metal,wire length (um),vias up,share of wire
li1,-,1488,-
met1,5627,1359,0.35
met2,8073,236,0.50
met3,2313,0,0.14
met4,0,0,0
met5,0,-,0
==> what timing repair did <==
item / 4_1_cts / 5_1_grt
setup endpoints to repair: 128 / 128
gates cloned: 5 / 1
gates resized: 284 / 265
buffers inserted: 32 / 53
hold buffers: 0 / 0
==> power groups by stage <==
| stage | registers [W] | logic (W) | clock network (W) |
|---|---|---|---|
| after CTS | 0 | 0.00252 | 0 |
| after global routing | 0 | 0.00287 | 0.000000000134 |
| final | 0 | 0.00269 | 0.000000000134 |
==> kinds of logic (layout without fill, tap and decap cells) <==
| family | Yosys count | after routing | synth area share |
|---|---|---|---|
| mux | 128 | 128 | 0.8903 |
| buf+inv | 14 | 484 | 0.1097 |
| other cells | 0 | 1 | 0 |
==> metrics by stage <==
stage               worst slack [ns]    util  total power (W)  hold slack [ns]
floorplan                   0.002079       -        0.0004972           0.4977
global placement             -0.6338  0.2853         0.002451            1.304
finish                       -0.5173  0.3255         0.002685           0.6969
CTS                          -0.5734  0.2991         0.002517           0.8134
detailed placement           -0.6283  0.2853         0.002438            1.313
global route                 -0.5368  0.3255         0.002875           0.7244
==> worst min-delay path, stage by stage <==
cell	delay (ns)
dlymetal6s2s_1	0.08
mux2_4	0.13
clkbuf_2	0.08
==> worst max path at each step <==
stage     start  endpoint  slack [ns]  depth (start not counted)
4_1_cts     sel   out[12]       -0.57                          5
5_1_grt     sel  out[113]       -0.54                          8
6_report    sel   out[80]       -0.52                          8
No activity file was given, so power comes from the tool's default toggle rates.
