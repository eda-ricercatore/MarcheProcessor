==> design/flow/run.sh <==
#!/bin/bash
# OpenROAD 26Q1-2900-gdf79404cd8, Yosys 0.63+post, stock flow scripts
make -C /OpenROAD-flow-scripts/flow DESIGN_CONFIG=/design/flow/config.mk WORK_HOME=/design/flow/orfs finish
==> design/flow/constraint.sdc <==
current_design pipe2

set clk_period 1.0
set clk_io_pct 0.2

create_clock -name clk0 -period $clk_period [get_ports {clk}]

set non_clock_inputs [all_inputs -no_clocks]
set_input_delay [expr $clk_period * $clk_io_pct] -clock clk0 $non_clock_inputs
set_output_delay [expr $clk_period * $clk_io_pct] -clock clk0 [all_outputs]
==> design/flow/config.mk <==
export PLATFORM = sky130hd
export DESIGN_NAME = pipe2
export DESIGN_NICKNAME = pipe2
export VERILOG_FILES = /design/flow/design.v
export SDC_FILE = /design/flow/constraint.sdc
export NUM_CORES = 4
export LEC_CHECK = 1
export CORE_AREA = 10 10 270 270
export DIE_AREA = 0 0 280 280
==> design/flow/design.v <==
module pipe2(aluop_in,			aluop_out,
			 ww_in, 			ww_out, 
			 memEn_in, 			memEn_out, 
			 memWrEn_in, 		memWrEn_out, 
			 memAddr_in, 		memAddr_out,
			 wbyteen_in, 		wbyteen_out, 
			 regwren_in, 		regwren_out, 
			 rwraddrd_in, 		rwraddrd_out, 
			 reginmuxop_in, 	reginmuxop_out,
			 aluinmuxop_in,		aluinmuxop_out,
			 immediate_in,		immediate_out,
			 wrdata,			hz1data,
			 instruction_in, 	instruction_out, 
			 clk, 
			 reset);
	input [0:4] aluop_in;
	input [0:1] ww_in;
	input memEn_in, memWrEn_in;
	input [0:20] memAddr_in;
	input [0:15] wbyteen_in;
	input regwren_in;
	input [0:4] rwraddrd_in;
	input reginmuxop_in;
	input aluinmuxop_in;
	input [0:127] immediate_in;
	input [0:127] wrdata;
	input [0:31] instruction_in;
	input clk, reset;
	output [0:4] aluop_out;
	output [0:1] ww_out;
	output memWrEn_out;
	output memEn_out;
	output [0:20] memAddr_out;
	output [0:15] wbyteen_out;
	output regwren_out;
	output [0:4] rwraddrd_out;
	output reginmuxop_out;
	output aluinmuxop_out;
	output [0:127] immediate_out;
	output [0:127] hz1data;
	output [0:31] instruction_out;	
	reg [0:4] aluop_out;
	reg [0:2] ppp_out;
	reg [0:1] ww_out;
	reg memWrEn_out;
	reg memEn_out;
	reg [0:20] memAddr_out;
	reg [0:15] wbyteen_out;
	reg regwren_out;
	reg [0:4] rwraddrd_out;
	reg reginmuxop_out;
	reg aluinmuxop_out;
	reg [0:127]immediate_out;
	reg [0:127] hz1data;
	reg [0:31] instruction_out;	
	always @ (posedge clk)
		begin
		if (reset == 1'b1)
			begin
			aluop_out<=5'b0;
			ww_out<=2'b0;
			memWrEn_out<=1'b0;
			memEn_out<=1'b0;
			memAddr_out<=21'b0;
			wbyteen_out<=16'b0;
			regwren_out<=1'b0;
			rwraddrd_out<=5'b0;
			reginmuxop_out<=1'b0;
			aluinmuxop_out<=1'b0;
			immediate_out<=128'b0;
			hz1data<=128'b0;
			instruction_out<=32'b0;
			end
		else
			begin
			aluop_out<=aluop_in;
			ww_out<=ww_in;
			memWrEn_out<=memWrEn_in;
			memEn_out<=memEn_in;
			memAddr_out<=memAddr_in;
			wbyteen_out<=wbyteen_in;
			regwren_out<=regwren_in;
			rwraddrd_out<=rwraddrd_in;
			reginmuxop_out<=reginmuxop_in;
			aluinmuxop_out<=aluinmuxop_in;
			immediate_out<=immediate_in;
			hz1data<=wrdata;
			instruction_out<=instruction_in;
			end
		end  
endmodule
==> impl_metrics.py <==
# Synthesis and PnR figures
metrics = {
    "grt": {
        "grt_first_pass_wirelength_um": 57700,
        "antenna_found_initial": 5,
        "overflow": 0,
        "track_usage_pct": 10.2,
        "grt_max_degree": 40,
        "grt_pass1_vias": 8150,
    },
    "clock_tree": {
        "cts_buffers": 40,
        "post_cts_buffers": 0,
        "clk_path_buf_depth": 3,
        "cts_tree": "done",
        "htreeDepth": 2,
        "cts_num_sinks": 342,
        "cts_hold_buffers": 0,
        "clockRootBuffer": "clkbuf_16",
        "cts.reportedPaths.clkPinSlew_ns": 0.06,
    },
    "logic_synthesis": {
        "yosysTopAreaCell": "dfxtp_1",
        "syn_area_um2": 9170,
        "ys_warn_count": 1,
        "seq_area_frac_synth_pct": 74.7,
        "syn_inst": 722,
        "top_area_share_pct": 74.7,
        "ys_ff": 342,
        "synth_cell_type_count": 4,
        "avgSynthCellArea_um2": 12.7,
        "top_cells_by_area": "dfxtp_1 (75%), nor2b_1 (23%), buf_2 (1.7%)",
        "ys_area_um2": 9170,
        "ys_cells": 722,
    },
    "finish": {
        "fin_area_um2": 17300,
        "fillCellCount": 7034,
        "area_delta_synth_final_pct": 88.4,
        "drive_above_1_share_pct": 36.4,
        "lay_top_cells": "nor2b_1 (342), clkdlybuf4s50_1 (342), buf_2 (313)",
        "seq_area_um2": 7000,
        "comb_area_um2": 2140,
    },
    "placement": {
        "post-place-ws_ns": -0.427,
        "gp_congestion": 0.835,
        "portBuffers": 685,
        "dpl.hpwl_um": 34200,
        "placed_area_um2": 17400,
    },
    "detailed_routing": {
        "via_per_inst": 3.16,
        "vias": 7459,
        "drc_errors": 0,
        "totalWireLength_um": 41500,
        "wire_per_inst_um": 17.6,
        "ant_nets": 0,
        "drtPass1Iterations": 4,
        "drt_iter0_markers": 213,
    },
    "worst_setup_path": {
        "cp.depth": 1,
        "worstPathMaxFanout": 1,
        "path_class": "register to output port",
        "crit_path_start": "hz1data[124]",
        "arrival_ns": 1.10,
        "crit_slowest_cell": "dfxtp_4",
        "cp-start-kind": "register",
        "critPathTopFamily": "flip-flops",
        "crit_path_end_kind": "output port",
        "slowest_delay_ns": 0.42,
        "crit_buf_inv": 1,
        "path_cells": "buf_6",
        "worstPathRequired_ns": 0.80,
        "crit_end": "hz1data[124]",
    },
    "status": {
        "outcome": "finished, violations left",
        "violations": "negative setup slack",
    },
    "worst_hold_path": {
        "min-delay-start": "reset",
        "holdPathStages": 3,
        "hold_class": "primary input to register",
    },
    "power": {
        "seq_power_share_pct": 46.2,
        "p_switching_mw": 6.92,
        "p_leak_nw": 7.52,
        "power.share.combinational_pct": 9.6,
        "p_int_mw": 24.7,
        "p_per_area_nw_per_um2": 1830,
        "clkPwrFrac_pct": 44.3,
        "swShare_pct": 21.8,
        "ir_drop_uv": 1130,
        "p_total_mw": 31.7,
    },
    "die": {
        "rows": 95,
        "core_util_floorplan_pct": 13.7,
        "coreArea_um2": 67000,
        "ioPinCount": 686,
        "die_x_um": 280,
        "die.size.y_um": 280,
        "dieArea_um2": 78400,
    },
    "final_timing": {
        "fmax_mhz": 768,
        "grt_setup_unrepaired": "yes",
        "setup_ws_ns": -0.302,
        "tightest_slew_ns": 0.391,
        "fin_crit_sh_pct": 130,
        "tns_ns": -52.82,
        "fin_crit_ns": 1.30,
        "final_max_slew_viol_count": 0,
        "max_slew_margin_pct": 73.9,
        "finalHoldViolCount": 0,
        "finalSetupViolCount": 342,
    },
    "run": {
        "log.warning_count": 27,
        "cap_violations": 0,
    },
}
[registers in the layout, summed over array words and instances (netlist names)]
signal and count:
memAddr_out 21, instruction_out 32, regwren_out 1, ww_out 2
memWrEn_out 1, memEn_out 1, immediate_out 128, aluop_out 5
aluinmuxop_out 1, hz1data 128, reginmuxop_out 1, wbyteen_out 16
rwraddrd_out 5
[power by group through the flow]
stage,logic (mW),clock network [mW],registers (mW)
4_1_cts,3.09,14.6,14.6
5_1_grt,3.31,15.2,14.7
6_report,3.03,14.0,14.6
[layer usage]
metal	vias up	GRT usage, %	wire length, um
li1	3654	-	-
met1	3330	12.6	16400
met2	413	16.2	19300
met3	58	4.72	4790
met4	4	2.29	1030
met5	-	0	21
[timing repair]
action / 4_1_cts / 5_1_grt
setup endpoints to repair: 342 / 342
resized: 1232 / 43
pin swaps: 0 / 0
[Yosys cell counts]
cell / count
clkbuf_1: 6
nor2b_1: 342
buf_2: 32
dfxtp_1: 342
[cell families (layout without fill, tap and decap cells)]
logic type / count (synthesis) / in the layout / share of synthesized area, %
other cells: 0 / 1 / 0
flops: 342 / 342 / 74.7
simple gates: 342 / 342 / 23.3
buf+inv: 38 / 803 / 1.99
[area by class of cell]
cell class | count | share of cell area [%]
well taps | 873 | 6.32
flip-flops and latches | 342 | 40.5
diodes | 1 | 0.0145
multi-input cells | 342 | 12.4
clock buffers | 51 | 6.27
repair buffers | 733 | 33.5
clock inverters | 19 | 1.03
[worst min-delay path by stage]
stage / endpoint / slack, ns
6_report: hz1data[107] / 0.06
4_1_cts: hz1data[115] / 0.06
5_1_grt: hz1data[107] / 0.08
[metrics by stage]
stage / utilization (%) / instances / hold WS [ns]
2_1_floorplan: - / 722 / 0.328
3_3_place_gp: 25.9 / 2290 / 0.656
3_5_place_dp: 25.9 / 2290 / 0.659
4_1_cts: 25.6 / 2360 / 0.0597
5_1_grt: 25.8 / 2361 / 0.0753
6_report: 25.8 / 2361 / 0.0650
Power figures rest on the tool's default switching activity, not on a simulated workload.
